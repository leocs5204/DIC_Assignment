[./constraint.sdc]
current_design rails

set clk_period 7.0
set clk_io_pct 0.2

create_clock -name clk0 -period $clk_period [get_ports {clk}]

set non_clock_inputs [all_inputs -no_clocks]
set_input_delay [expr $clk_period * $clk_io_pct] -clock clk0 $non_clock_inputs
set_output_delay [expr $clk_period * $clk_io_pct] -clock clk0 [all_outputs]
[./design.v]
module rails(clk, reset, data, valid, result);
input        clk;
input        reset;
input  [3:0] data;
output reg   valid;
output reg   result; 
localparam INIT = 0,
           LOAD_SEQ = 1,
           READ_NUM = 2,
           PUSH = 3,
           POP = 4,
           DONE = 5;
reg [2:0] current_state, next_state;
reg [3:0] stack[10:0];
reg [3:0] train_seq[9:0];
reg [3:0] train_wait_num, train_cnt, counter, train_index, pointer;
reg       next_data_req;
always@(posedge clk or posedge reset) begin
    if(reset)
        current_state <= INIT;
    else
        current_state <= next_state;
end
always@(*) begin
    case(current_state)
        INIT : next_state = LOAD_SEQ;
        LOAD_SEQ : next_state = (counter == train_cnt) ? READ_NUM : LOAD_SEQ;
        READ_NUM : begin
            if(stack[pointer] == train_seq[train_index])
                next_state = POP;
            else if(stack[pointer] < train_seq[train_index])
                next_state = PUSH;
            else 
                next_state = DONE;
        end
        PUSH : next_state <= (stack[pointer] < train_seq[train_index]) ? PUSH : POP;
        POP : next_state <= (train_index == train_cnt-1) ? DONE : READ_NUM;
        DONE : next_state <= next_data_req ? INIT : DONE;
    endcase
end
always@(posedge clk or posedge reset) begin
    if(reset) begin
        train_wait_num <= 1;
        train_cnt <= 0;
        train_index <= 0;
        pointer <= 0;
        counter <= 1;
        stack[0] <= 0;
        next_data_req <= 0;
        valid <= 0;
        result <= 0;
    end
    else begin
        case(current_state)
            INIT : begin
                train_cnt <= data;
                next_data_req <= 0;
            end
            LOAD_SEQ : begin
                train_seq[train_index] <= data;
                if(counter == train_cnt) begin
                    counter <= 1;
                    train_index <= 0;
                end
                else begin
                    counter <= counter + 1;
                    train_index <= train_index + 1;
                end
            end
            PUSH : begin
                if(stack[pointer] < train_seq[train_index]) begin
                    stack[pointer+1] <= train_wait_num;
                    train_wait_num <= train_wait_num + 1;
                    pointer <= pointer + 1;
                end
            end
            POP : begin
                stack[pointer] <= 0;
                pointer <= pointer - 1;
                train_index <= train_index + 1;
                if(train_index == train_cnt-1) begin
                    result <= 1;
                end
                else if(train_seq[train_index] < stack[pointer])
                    result <= 0;
            end
            DONE : begin
                if(!next_data_req) begin
                    valid <= 1;
                    next_data_req <= 1;
                end
                else begin
                    valid <= 0;
                    result <= 0;
                end
                pointer <= 0;
                train_index <= 0;
                train_wait_num <= 1;
            end
        endcase
    end
end
endmodule
[./run.sh]
#!/bin/bash
# OpenROAD 26Q1-2900-gdf79404cd8, Yosys 0.63+post, stock flow scripts
make -C /OpenROAD-flow-scripts/flow DESIGN_CONFIG=/design/flow/config.mk WORK_HOME=/design/flow/orfs finish
[./config.mk]
export PLATFORM = sky130hd
export DESIGN_NAME = rails
export DESIGN_NICKNAME = rails
export VERILOG_FILES = /design/flow/design.v
export SDC_FILE = /design/flow/constraint.sdc
export NUM_CORES = 4
export LEC_CHECK = 1
export CORE_UTILIZATION = 40
==> flow_metrics.tcl <==
# flow metrics
set metrics [dict create \
    status "completed" \
    max_freq_ghz 0.218 \
    grt_pass1_vias 3655 \
    finalHoldViolCount 0 \
    synth-main-ff-cell "edfxtp_1" \
    clk_pin_slew_ns 0.07 \
    fp-utilization_pct 41.3 \
    setup.worst_path.class "reg2reg" \
    unclocked_pins 3 \
    hpwlAfterDp_mm 7.87 \
    clock_skew_ns 0.00981 \
    first_pass_iters 6 \
    worstSkewPairLatency_ns 0.36 \
    drt_iter0_markers 358 \
    grt_usage_pct 18.3 \
    ir_drop_mv 0.223 \
    post_cts_buffers 0 \
    clockBufferDepth 2 \
    finalCriticalPeriod_ns 4.58 \
    drc_errors 0 \
    synthDistinctLibCells 61 \
    htree_levels 3 \
    hold_buffers 0 \
    cts_buffers 9 \
    lay_top_cells "80 x edfxtp_1, 41 x nand2_1, 33 x a21oi_1" \
    drtAntennaViolNets 0 \
    p_leak_uw 0.00226 \
    yosys_warnings 3 \
    syn_to_final_growth_pct 9.43 \
    fin_tns_setup_ns 0 \
    critPathMaxFanout 17 \
    layout-drive-gt1-share_pct 6.34 \
    worstSetupStartpointType "flop" \
    routed-via-count 3705 \
    cts_tree "yes" \
    synthesis.area_sq_um 5490 \
    die_area_sq_um 14200 \
    io_pins 8 \
    max_slew.worst_pin.slew_ns 0.696 \
    grt_overflow 0 \
    yosys-stat-area_sq_um 5490 \
    yosys.area.top_type_share_pct 43.7 \
    synth.avg_cell_area_sq_um 11.5 \
    grt_max_degree 22 \
    wl_mm 11.6 \
    cp.required_ns 7.00 \
    synth_cells 477 \
    setup_viol 0 \
    fin_util_pct 45.2 \
    powerDensity_nw_per_um2 397 \
    yosys_cells 477 \
    ctsResizeCount 0 \
    num_antenna_cells 0 \
    root_buffer "clkbuf_16" \
    lay_top_count "edfxtp_1" \
    die_w_um 119 \
    grt_pass1_wl_mm 19.0 \
    synth-edff-count 80 \
    ys_ff 113 \
    die_height_um 119 \
    slew_viol_final 0 \
    gp_congestion 0.943 \
    rows 42 \
    async_flop_share_pct 26.5 \
    warnings 38 \
    via_per_inst 5.71 \
    min_path_type "reg2reg" \
    end_kind "flop" \
    rsz0062_at_grt "no" \
    maxSlewHeadroom_pct 53.2 \
    untimed_endpoints 6 \
    wl_per_cell_um 17.8 \
    maxCapViolCount 0 \
    coreArea_sq_um 13300 \
    arrival_ns 4.58 \
    finalCritPeriodShare_pct 65.5 \
    port-buffer-count 7 \
    top_cells_by_area "edfxtp_1 44%, dfrtp_1 13%, ha_1 5.0%" \
    largest_area_cell "edfxtp_1" \
    antenna_found_initial 0 \
]
==> metal layers <==
metal  GRT usage [%]  part of all wire [%]
met1            29.0                    46
met4            2.06                   1.6
met2            24.9                    43
met5           0.735                     0
met3            8.71                   9.4
==> report_power, final <==
| group | internal (uW) | switching (uW) | total (uW) |
|---|---|---|---|
| registers | 818 | 108 | 926 |
| clock network | 290 | 255 | 545 |
| logic | 365 | 554 | 919 |
| total | 1470 | 917 | 2390 |
==> synthesized netlist by cell type, drive strengths merged, types with 3 or more instances <==
master  number
o31ai        4
a21oi       34
and2        12
nand2b       7
a211o        3
nand3       15
a21o         3
a22oi       12
mux2i        8
and3         8
a211oi       3
a22o         4
ha          22
xnor2        8
clkbuf      24
nor2b        8
dfrtp       28
nor2        24
o21a         6
o22ai        3
buf          6
a222oi      10
o21ai       29
nor4         3
inv         14
dlxtn        3
nand2       41
nor3        14
xor2         5
edfxtp      80
==> cell type report <==
class                           instances  area (sq um)
Inverter                               14          52.6
Clock inverter                          7           101
Multi-Input combinational cell        320          2120
Clock buffer                            9           225
Sequential cell                       113          3200
Fill cell                            1160          7280
Timing Repair Buffer                   10          92.6
Tap cell                              176           220
==> per-stage QoR <==
| stage | hold WS [ns] | setup WS (ns) | area (sq um) | total power (uW) | instances |
|---|---|---|---|---|---|
| 3_3_place_gp | 0.464 | 2.75 | 5690 | 1820 | 633 |
| 6_report | 0.497 | 2.42 | 6010 | 2390 | 649 |
| 4_1_cts | 0.502 | 2.49 | 6010 | 2400 | 649 |
| 5_1_grt | 0.520 | 2.09 | 6010 | 2550 | 649 |
| 2_1_floorplan | 0.426 | 3.02 | 5490 | 1610 | 477 |
| 3_5_place_dp | 0.485 | 2.52 | 5690 | 1840 | 633 |
==> registers in the layout, indices dropped and copies added, names as in the netlist <==
name,flops
stack,44
train_seq,40
counter,4
pointer,4
train_cnt,4
train_index,4
train_wait_num,4
current_state,3
next_state,3
next_data_req,1
result,1
valid,1
==> final timing paths <==
check / cells past startpoint / slack [ns] / start / endpoint
worst max-delay path: 13 / 2.42 / pointer[1] / stack[1][2]
worst min-delay path: 1 / 0.50 / valid / valid
worst max register to register: 13 / 2.42 / pointer[1] / stack[1][2]
worst min register to register: 1 / 0.50 / valid / valid
max in group asynchronous: 3 / 4.66 / reset / train_wait_num[0]
min in group asynchronous: 2 / 1.66 / reset / counter[2]
==> critical path, cell delays in order (launching register included) <==
cell      delay, ns
dfrtp_1        0.52
inv_1          0.17
ha_1           0.42
a22o_1         0.28
a211oi_1       0.24
a311oi_1       0.08
a311oi_1       0.39
o21a_1         0.17
ha_1           0.28
a21oi_2        0.22
nor2b_4        0.20
nand2_1        0.25
a21o_1         0.43
nor3_1         0.56
==> kinds of logic (layout without fill, tap and decap cells) <==
kind of cell,after synthesis,after routing,share of synthesized area [%]
AND-OR/OR-AND,134,134,16.6
multiplexers,10,10,1.87
flip-flops,110,110,57.4
latches,3,3,0.820
XOR/XNOR,13,13,2.07
buffers and inverters,44,40,3.17
AND/OR/NAND/NOR,141,141,13.0
adder cells (fa/ha/maj),22,22,5.01
Power is estimated from default activity; no workload was simulated.
