<file path="./run.sh">
#!/bin/bash
# OpenROAD 26Q1-2900-gdf79404cd8, Yosys 0.63+post, stock flow scripts
make -C /OpenROAD-flow-scripts/flow DESIGN_CONFIG=/design/flow/config.mk WORK_HOME=/design/flow/orfs finish
</file>
<file path="./constraint.sdc">
current_design AMC

set clk_period 9.8
set clk_io_pct 0.2

create_clock -name clk0 -period $clk_period [get_ports {clk}]

set non_clock_inputs [all_inputs -no_clocks]
set_input_delay [expr $clk_period * $clk_io_pct] -clock clk0 $non_clock_inputs
set_output_delay [expr $clk_period * $clk_io_pct] -clock clk0 [all_outputs]
</file>
<file path="./config.mk">
export PLATFORM = sky130hd
export DESIGN_NAME = AMC
export DESIGN_NICKNAME = AMC
export VERILOG_FILES = /design/flow/design.v
export SDC_FILE = /design/flow/constraint.sdc
export NUM_CORES = 4
export LEC_CHECK = 1
export CORE_UTILIZATION = 50
</file>
<file path="./design.v">
module AMC(clk, rst, ascii_in, ready, valid, result);
input clk;
input rst;
input ready;
input [7:0] ascii_in;
output reg valid;
output reg [6:0] result;
localparam DATA_READ = 0,             
           POSTFIX = 1,               
           FIND_AND_CALCULATE = 2,    
           SHIFT_RESULT = 3,
           RESULT_OUT = 4, 
           DONE = 5;
reg [2:0] current_state, next_state;
reg [7:0] raw_data[15:0];             
reg [7:0] postfix_str[15:0];          
reg [7:0] op_stack[7:0];              
reg [2:0] op_stack_pointer;
reg [3:0] postfix_idx, data_idx, shift_idx;
reg       postfix_ready;
reg [15:0] postfix_str_type;          
wire is_operator;
wire higher_equal_precedence;         
wire match_cal;
wire finish;
assign is_operator = (raw_data[data_idx] == 8'd40) || (raw_data[data_idx] == 8'd41) || (raw_data[data_idx] == 8'd42) || (raw_data[data_idx] == 8'd43) || (raw_data[data_idx] == 8'd45);
assign higher_equal_precedence = (op_stack[op_stack_pointer] == 8'd42) || 
                                 ((raw_data[data_idx] == 8'd43 || raw_data[data_idx] == 8'd45) && (op_stack[op_stack_pointer] == 8'd43 || op_stack[op_stack_pointer] == 8'd45));
assign match_cal = postfix_ready && ({postfix_str_type[postfix_idx+2], postfix_str_type[postfix_idx+1], postfix_str_type[postfix_idx]} == 3'b100) ;
assign finish = postfix_ready && (postfix_str[postfix_idx+1] == 61);                      
always@(posedge clk or posedge rst) begin
    if(rst) begin
        current_state <= DATA_READ;
    end
    else begin
        current_state <= next_state;
    end
end
always@(*) begin
    case(current_state)
        DATA_READ : next_state = (ascii_in == 8'd61) ? POSTFIX : DATA_READ;
        POSTFIX : next_state = ((raw_data[data_idx] == 8'd61) && (op_stack_pointer == 0)) ? FIND_AND_CALCULATE : POSTFIX;
        FIND_AND_CALCULATE : next_state = finish ? RESULT_OUT : (match_cal ? SHIFT_RESULT : FIND_AND_CALCULATE);
        SHIFT_RESULT : next_state = (postfix_str[postfix_idx+2] == 8'd61) ? FIND_AND_CALCULATE : SHIFT_RESULT;
        RESULT_OUT : next_state = DONE;
        DONE : next_state = DATA_READ;
        default: next_state = DATA_READ;
    endcase
end
always@(posedge clk or posedge rst) begin
    if(rst) begin
        postfix_idx <= 0;
        data_idx <= 0;
        op_stack_pointer <= 0;
        op_stack[0] <= 0;
        valid <= 0;
        postfix_ready <= 0;
        shift_idx <= 0;
        postfix_str_type <= 0;
    end
    else begin
        case(current_state)  
        DATA_READ : begin
            if(ascii_in >= 8'd48 && ascii_in <= 8'd58)
                raw_data[data_idx] <= ascii_in - 8'd48;
            else if(ascii_in >= 8'd97 && ascii_in <= 8'd102)
                raw_data[data_idx] <= ascii_in - 8'd87;
            else 
                raw_data[data_idx] <= ascii_in; 
            data_idx <= (ascii_in == 8'd61) ? 0 : data_idx + 1;
        end
        POSTFIX : begin
            if(!(raw_data[data_idx] == 8'd61)) begin
                if(is_operator) begin 
                    if(higher_equal_precedence) begin                                    
                        postfix_str[postfix_idx] <= op_stack[op_stack_pointer];
                        postfix_str_type[postfix_idx] <= 1'b1;
                        op_stack_pointer <= op_stack_pointer - 1;
                        postfix_idx <= postfix_idx + 1;
                    end
                    else if(raw_data[data_idx] == 8'd41) begin                           
                        postfix_str[postfix_idx] <= op_stack[op_stack_pointer];
                        postfix_str_type[postfix_idx] <= 1'b1;
                        op_stack_pointer <= op_stack_pointer - 2;                        
                        postfix_idx <= postfix_idx + 1;
                    end
                    else begin                                                           
                        op_stack[op_stack_pointer+1] <= raw_data[data_idx];
                        data_idx <= data_idx + 1;
                        op_stack_pointer <= op_stack_pointer + 1;
                    end
                end
                else begin
                    postfix_str[postfix_idx] <= raw_data[data_idx];                      
                    postfix_idx <= postfix_idx + 1;
                    data_idx <= data_idx + 1;
                end
            end
            else begin                                                                   
                if(op_stack_pointer > 0) begin
                    postfix_str_type[postfix_idx] <= 1'b1;    
                    postfix_str[postfix_idx] <= op_stack[op_stack_pointer];
                    postfix_idx <= postfix_idx + 1;
                    op_stack_pointer <= op_stack_pointer - 1;
                end
                else begin
                    postfix_str[postfix_idx] <= 8'd61;
                    postfix_idx <= 0;
                    postfix_ready <= 1;
                end     
            end
        end
        FIND_AND_CALCULATE : begin
            if(match_cal) begin
                case(postfix_str[postfix_idx+2])
                    8'd42: begin
                        postfix_str[postfix_idx] <= postfix_str[postfix_idx] * postfix_str[postfix_idx+1];
                    end
                    8'd43: begin
                        postfix_str[postfix_idx] <= postfix_str[postfix_idx] + postfix_str[postfix_idx+1];
                    end
                    8'd45: begin
                        postfix_str[postfix_idx] <= postfix_str[postfix_idx] - postfix_str[postfix_idx+1];
                    end   
                endcase
            end
                postfix_idx <= postfix_idx + 1;
        end
        SHIFT_RESULT : begin              
            postfix_str[postfix_idx] <= postfix_str[postfix_idx+2];
            postfix_str_type[postfix_idx] <= postfix_str_type[postfix_idx+2];
            postfix_idx <= (postfix_str[postfix_idx+2] == 8'd61) ? 0 : postfix_idx + 1;               
        end
        RESULT_OUT : begin
            result <= postfix_str[0];
            valid <= 1;
        end
        DONE : begin
            valid <= 0;
            postfix_idx <= 0;
            data_idx <= 0;
            op_stack_pointer <= 0;
            postfix_ready <= 0;
        end
        endcase
    end
end
endmodule
</file>
==> run summary <==
Summary of implementation figures.

Run status
The run finished with clean final reports.

Logic synthesis
The cell type with the largest total area after synthesis is sky130_fd_sc_hd__edfxtp_1. Per Yosys stat, the portion of area used by sequential elements is about 47%. The area fraction in and, or, nand and nor cells is around 13%. The register bit count reported by yosys is 362. The area share of xor/xnor cells in the synthesized design is under 10%. Summing every instance area after synthesis gives 0.0228 sq mm. In the post-synthesis netlist, the biggest area contributors are sky130_fd_sc_hd__edfxtp_1 42%, sky130_fd_sc_hd__nand2_1 5.5%, sky130_fd_sc_hd__dfrtp_1 4.6%.

The number of different library cells in the post-synthesis netlist is around 110. In the synthesis report, Yosys lists the chip area as approximately 0.023 sq mm. The number of cells in the yosys synthesis report is about 2300. Each instance of the synthesized netlist takes up on average 10.1 sq um. The post-synthesis mux area share is just under 7%. Yosys mapped a number of flops with a built-in enable equal to 319. In the synthesized netlist, the number of instances is 2262. The most common flop cell mapped by yosys is sky130_fd_sc_hd__edfxtp_1. Per the synthesis report, the single largest cell type by area occupies about two fifths of cell area. For reference, compound AND-OR and OR-AND cells occupy between 20% and 30% of the area reported after synthesis. The async set-or-reset flop fraction in the synthesized netlist is a little under an eighth.

The dominant non-sequential cell family after synthesis is AND-OR/OR-AND gates. The area share of fa/ha/maj cells after synthesis is 4.04%. The count of warnings emitted by yosys is 4.

Die
The chip occupies about 0.047 sq mm. The core region is between 0.04 and 0.05 sq mm. In this run the vertical extent of the chip is approximately 220 microns. The initial utilization of the core area, before any placement, comes to approximately 51%. The I/O pin count is 19.

According to the floorplan log, the row count is 77. The width of the die is 216 microns.

Route
The count of nets left with antenna violations once routing finished came out at 0. In the post-route report, total wirelength is listed as ~83000 microns. The routed layout has 19471 vias. The average wire per standard cell is between 20 and 30 microns. 0 antenna diodes ended up in the layout. The DRC violation count after routing is 0. Per the detail_route report, vias per standard cell equal a little under 7. In the log, the iteration count for the first detailed-route pass is 10. In this run, the number of DRC markers left after iteration 0 of detailed routing was 2132.

CTS
The register clock-pin slew on the reported worst setup and hold paths is ~0.06 ns. The number of buffers inserted to repair setup after CTS is 0. TritonCTS built the clock tree. The count of clock tree sinks is between 300 and 400.

The count of cells resized by post-cts repair is 0. Looking at the clock tree report, the root buffer type is sky130_fd_sc_hd__clkbuf_16. The number of buffers inserted during clock tree synthesis is ~42. The number of buffers on the longest clock path is 3. The clock insertion delay at the later pin of the skew report is around 0.62 ns.

After clock tree synthesis, the flow added hold-fix buffers numbering 0. The H-tree depth is 2.

Setup path
The number of buffer and inverter stages on the critical path is 8. The slowest stage of the critical path belongs to the cell sky130_fd_sc_hd__a31oi_1. On the worst path, the slowest cell contributes a delay of approximately 0.66 ns. The kind of cell with the highest combined delay on the critical path is adder cells. The origin of the critical flop-to-flop path is postfix_idx[0]. For the worst setup path, the data required time is just over 10 ns.

The most critical setup path has its startpoint at postfix_idx[0]. STA classifies the critical path endpoint as a flip-flop. Data arrives at the worst endpoint at 8.57 ns. The setup path with the least slack is of type flip-flop to flip-flop.

STA classifies the critical path startpoint as a flip-flop. Max fanout on the critical path was recorded as 35.

Final layout
Per the layout area report, the combinational gate area comes to about 0.011 sq mm. The sequential cells in the finished layout cover a total of 0.0107 sq mm. After filler insertion, the fill cell instance count of the layout stands at around 3800. The ratio of cells with drive above 1 in the final layout is between 10% and 20%. From synthesis to final layout, the design area changed by 10.9%.

STA
The number of max-slew violations in the final report is 0. The worst-margin pin slew is about 1.1 ns. Setup repair after global routing left no endpoint under its margin.

The upper clock frequency limit is roughly 0.12 GHz. The max-slew check reports its worst relative slack as a little over a quarter. For this run, the final setup violation count is recorded as 0.

The post-layout minimum cycle time is approximately 8.3 ns. The most critical hold endpoint after final layout shows a slack of 0.375 ns. The final hold violation count recorded for this run is 0. The worst path uses 84.6% of the clock period. The final worst clock skew is around 0.066 ns.

For the final routed database, the setup TNS stands at 0 ns.

Min path
The path class of the tightest hold or removal check is flip-flop to flip-flop. The critical hold path startpoint is current_state[1].

Global routing
Summed over all routing layers, the global router reports a total usage of around two fifths. The number of antenna violations at the first check in global routing is 1. The first global-routing pass estimated about 120000 microns of wire.

The sum of overflow across all layers after global routing is 0. The largest net degree at the start of global routing is 66. The via count of the first global-routing pass is about 19000.

Placed design
The final weighted congestion of routability-driven global placement is between 1 and 1.5. The half-perimeter wire length after detailed placement is ~54000 microns. The count of buffers from port buffering is 17.

Job
The number of OpenROAD warnings is about 48. The count of max-cap constraint violations is 0.
registers in the layout (all words and copies together), names as in the netlist, 3 cells and up:
name,cells
op_stack_pointer,3
postfix_idx,4
data_idx,4
raw_data,128
postfix_str,128
postfix_str_type,16
op_stack,64
result,7
current_state,6
cell type report:
| type | count | area share (%) |
|---|---|---|
| Multi-Input combinational cell | 1641 | 43.7 |
| Sequential cell | 362 | 42.1 |
| Timing Repair Buffer | 140 | 4.32 |
| Clock buffer | 49 | 4.26 |
| Tap cell | 592 | 2.93 |
| Clock inverter | 29 | 1.54 |
| Inverter | 75 | 1.11 |
synthesized netlist by cell type (all sizes together), types with 53 or more instances:
master,count
a21oi,152
a22oi,70
buf,92
clkbuf,92
edfxtp,319
ha,53
inv,73
mux2i,96
nand2,336
nand3,67
nor2,100
o21ai,214
placed cells by master, fill, tap and decap left out, drive strengths merged, types with 10 or more instances in the layout:
cell type      instances
a22oi                 70
o21ai                214
mux2i                 96
a22o                  16
o211ai                16
fa                    13
edfxtp               319
a222oi                35
a31oi                 28
a21o                  13
a211oi                16
buf                  123
nand2                336
mux2                  39
nand4                 17
o2bb2ai               10
a21oi                152
xnor2                 27
nand2b                18
and2                  11
xor2                  11
clkdlybuf4s50         17
nor2                 100
inv                   74
nand3                 67
o22ai                 13
dfrtp                 42
nor3                  32
a221oi                42
clkinv                18
clkbuf                49
o31a                  17
and3                  23
nor2b                 17
ha                    53
worst register-to-register path, stage by stage (launching register included):
cell and delay [ns]:
sky130_fd_sc_hd__dfrtp_1 0.55, sky130_fd_sc_hd__buf_4 0.29, sky130_fd_sc_hd__inv_1 0.21, sky130_fd_sc_hd__ha_2 0.21
sky130_fd_sc_hd__buf_4 0.38, sky130_fd_sc_hd__buf_4 0.47, sky130_fd_sc_hd__clkinv_1 0.50, sky130_fd_sc_hd__o32ai_1 0.42
sky130_fd_sc_hd__a221oi_1 0.09, sky130_fd_sc_hd__a31oi_1 0.66, sky130_fd_sc_hd__nand2_1 0.17, sky130_fd_sc_hd__fa_1 0.45
sky130_fd_sc_hd__fa_1 0.54, sky130_fd_sc_hd__inv_1 0.05, sky130_fd_sc_hd__fa_1 0.47, sky130_fd_sc_hd__inv_1 0.05
sky130_fd_sc_hd__fa_1 0.53, sky130_fd_sc_hd__inv_1 0.04, sky130_fd_sc_hd__ha_1 0.31, sky130_fd_sc_hd__a21oi_1 0.17
sky130_fd_sc_hd__xnor2_1 0.19, sky130_fd_sc_hd__xnor2_1 0.17, sky130_fd_sc_hd__xnor2_1 0.15, sky130_fd_sc_hd__xnor3_1 0.28
sky130_fd_sc_hd__mux2i_4 0.51, sky130_fd_sc_hd__o21ai_0 0.17
path summary, 6_finish.rpt:
check	end	slack, ns	cells past startpoint
min reg2reg	current_state[4]	0.38	0
max reg2reg	postfix_str[6][7]	1.51	25
max	postfix_str[6][7]	1.51	25
min in group asynchronous	postfix_str_type[10]	2.04	3
max in group asynchronous	postfix_idx[2]	7.29	3
min	current_state[4]	0.38	0
per-stage QoR:
stage | utilization (%) | cell area (sq um) | std cells | setup slack, ns
4_1_cts | 56.7 | 25300 | 2888 | 1.68
6_report | 56.7 | 25300 | 2888 | 1.51
3_3_place_gp | 53.5 | 23800 | 2810 | 1.72
2_1_floorplan | - | 22800 | 2262 | 3.08
5_1_grt | 56.7 | 25300 | 2888 | 1.24
3_5_place_dp | 53.5 | 23800 | 2810 | 1.69
cells by family (layout without fill, tap and decap cells):
family	count (synthesis)	count (layout)
mux	142	142
flops	362	362
buf+inv	259	293
compound gates	729	729
fa+ha+maj	66	66
xor+xnor	41	41
simple gates	663	663
per-layer routing:
layer / GRT usage [%] / up-vias / part of all wire, %
met5: 1.56 / - / 0.11
met4: 12.7 / 3 / 4.4
met3: 22.3 / 216 / 16
met2: 49.9 / 1314 / 41
met1: 56.7 / 9357 / 39
li1: - / 8581 / -
